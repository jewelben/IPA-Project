### flow/config.mk
export PLATFORM = sky130hd
export DESIGN_NAME = fetch
export DESIGN_NICKNAME = fetch
export VERILOG_FILES = /design/flow/design.v
export SDC_FILE = /design/flow/constraint.sdc
export NUM_CORES = 4
export LEC_CHECK = 1
export CORE_UTILIZATION = 30
export SYNTH_MEMORY_MAX_BITS = 65536
### flow/constraint.sdc
current_design fetch

set clk_period 16.8
set clk_io_pct 0.2

create_clock -name clk0 -period $clk_period [get_ports {clk}]

set non_clock_inputs [all_inputs -no_clocks]
set_input_delay [expr $clk_period * $clk_io_pct] -clock clk0 $non_clock_inputs
set_output_delay [expr $clk_period * $clk_io_pct] -clock clk0 [all_outputs]
### flow/design.v
module fetch (clk, PC, icode, ifun, rA, rB, valC, valP, hlt, imem_error, instr_valid);
	input clk;
	input [63:0] PC;
	output reg [ 3:0] icode;
	output reg [ 3:0] ifun;
	output reg [ 3:0] rA;
	output reg [ 3:0] rB;
	output reg [63:0] valC;
	output reg [63:0] valP;
	output reg hlt;
	output reg imem_error;
	output reg instr_valid;
	initial begin
	rA = 4'b1111;
	rB = 4'b1111;
	valC = 64'd0;
	valP = 64'd0;
	hlt = 0;
	imem_error = 0;
	instr_valid = 1;
	end
	reg [7:0] instruction_memory [1023:0];
	initial begin
		instruction_memory[0] = 8'h30;
		instruction_memory[1] = 8'hf0;
		instruction_memory[2] = 8'h0c;
		instruction_memory[3] = 8'h00;
		instruction_memory[4] = 8'h00;
		instruction_memory[5] = 8'h00;
		instruction_memory[6] = 8'h00;
		instruction_memory[7] = 8'h00;
		instruction_memory[8] = 8'h00;
		instruction_memory[9] = 8'h00;
	end
	reg [7:0] opcode;
	reg [7:0] regids;
	always @(posedge clk) begin
		if (PC > 1023) begin
			imem_error = 1;
		end
		opcode = instruction_memory[PC];
		icode = opcode[7:4];
		ifun = opcode[3:0];
		if (icode == 4'b0000) begin
			hlt = 1;
			valP = PC + 1;
		end
		else if (icode == 4'b0001) begin
			valP = PC + 1;
		end
		else if (icode == 4'b0010) begin
			regids = instruction_memory[PC + 1];
			rA = regids[7:4];
			rB = regids[3:0];
			valP = PC + 2;
		end
		else if (icode == 4'b0011) begin
			regids = instruction_memory[PC + 1];
			rA = regids[7:4];
			rB = regids[3:0];
			valC = {
			    instruction_memory[PC + 9],
			    instruction_memory[PC + 8],
			    instruction_memory[PC + 7],
			    instruction_memory[PC + 6],
			    instruction_memory[PC + 5],
			    instruction_memory[PC + 4],
			    instruction_memory[PC + 3],
			    instruction_memory[PC + 2]
			};
			valP = PC + 10;
		end
		else if (icode == 4'b0100) begin
			regids = instruction_memory[PC + 1];
			rA = regids[7:4];
			rB = regids[3:0];
			valC = {
			    instruction_memory[PC + 9],
			    instruction_memory[PC + 8],
			    instruction_memory[PC + 7],
			    instruction_memory[PC + 6],
			    instruction_memory[PC + 5],
			    instruction_memory[PC + 4],
			    instruction_memory[PC + 3],
			    instruction_memory[PC + 2]
			};
			valP = PC + 10;
		end
		else if (icode == 4'b0101) begin
			regids = instruction_memory[PC + 1];
			rA = regids[7:4];
			rB = regids[3:0];
			valC = {
			    instruction_memory[PC + 9],
			    instruction_memory[PC + 8],
			    instruction_memory[PC + 7],
			    instruction_memory[PC + 6],
			    instruction_memory[PC + 5],
			    instruction_memory[PC + 4],
			    instruction_memory[PC + 3],
			    instruction_memory[PC + 2]
			};
			valP = PC + 10;
		end
		else if (icode == 4'b0110) begin
			regids = instruction_memory[PC + 1];
			rA = regids[7:4];
			rB = regids[3:0];
			valP = PC + 2;
		end
		else if (icode == 4'b0111) begin
			valC = {
			    instruction_memory[PC + 8],
			    instruction_memory[PC + 7],
			    instruction_memory[PC + 6],
			    instruction_memory[PC + 5],
			    instruction_memory[PC + 4],
			    instruction_memory[PC + 3],
			    instruction_memory[PC + 2],
			    instruction_memory[PC + 1]
			};
			valP = PC + 9;
		end
		else if (icode == 4'b1000) begin
			valC = {
			    instruction_memory[PC + 8],
			    instruction_memory[PC + 7],
			    instruction_memory[PC + 6],
			    instruction_memory[PC + 5],
			    instruction_memory[PC + 4],
			    instruction_memory[PC + 3],
			    instruction_memory[PC + 2],
			    instruction_memory[PC + 1]
			};
			valP = PC + 9;		
		end
		else if (icode == 4'b1001) begin
			valP = PC + 1;
		end
		else if (icode == 4'b1010) begin
			regids = instruction_memory[PC + 1];
			rA = regids[7:4];
			rB = regids[3:0];
			valP = PC + 2;
		end
		else if (icode == 4'b1011) begin
			regids = instruction_memory[PC + 1];
			rA = regids[7:4];
			rB = regids[3:0];
			valP = PC + 2;
		end
		else begin
			instr_valid = 0;
		end
	end
endmodule
### flow/run.sh
#!/bin/bash
# OpenROAD 26Q1-2900-gdf79404cd8, Yosys 0.63+post, stock flow scripts
make -C /OpenROAD-flow-scripts/flow DESIGN_CONFIG=/design/flow/config.mk WORK_HOME=/design/flow/orfs finish
==> results.json <==
{
  "antenna_found_initial": 0,
  "switching_share_pct": 24.1,
  "final_layout_size_suffix_gt1_share_pct": 5.02,
  "p_sw_w": 0.000141,
  "core_sq_mm": 0.0190,
  "grt_pass1_vias": 4847,
  "cts_root_buf": "clkbuf_16",
  "p_per_area_mw_per_mm2": 72.4,
  "ys_seq_share_pct": 49.5,
  "fmax_mhz": 155,
  "arrival_ns": 6.54,
  "netlist_instances": 548,
  "p_leak_nw": 2.80,
  "vias": 4993,
  "portBuffers": 193,
  "worstMarginPinSlew_ns": 1.07,
  "vdd_drop_max_uv": 48.4,
  "via_per_inst": 5.11,
  "boundaryPins": 212,
  "yosysUniqueCellTypes": 49,
  "hold_path_class": "in2reg",
  "yosysChipArea_sq_mm": 0.00588,
  "tool_warnings": 37,
  "rsz0062_at_grt": "false",
  "drc": 0,
  "setup_violations": 0,
  "cts_hold_buf": 0,
  "period_minus_slack_ns": 6.44,
  "ys.flops": 98,
  "fp_util_pct": 31.0,
  "internal_power_w": 0.000443,
  "max_cap_viol_count": 0,
  "top_cells_by_area": "edfxtp_1, buf_4, xnor2_1",
  "drt-initial-drc-count": 292,
  "clock-sinks": 98,
  "slew_headroom_pct": 27.8,
  "synth_area_leader_cell": "edfxtp_1",
  "pwr-share-seq_pct": 50.3,
  "grt_start_max_net_pins": 42,
  "critPathSlowestCell": "clkdlybuf4s50_1",
  "dieArea_sq_mm": 0.0202,
  "clkTransAtPathRegs_ns": 0.07,
  "drv_slew": 0,
  "htreeDepth": 3,
  "diodes": 0,
  "cts_inserted_buffers": 9,
  "grt_pass1_wl_um": 27700,
  "path_cells": "clkdlybuf4s50_1, inv_1, ha_1, nand2b_1, inv_2, nand2_1, inv_1, a32oi_1, nor4_1, xor2_1",
  "finalWirelength_um": 18400,
  "rows": 50,
  "synth-cells-yosys": 548,
  "cts_post_setup_buffers_inserted": 0,
  "critical_path.max_fanout": 19,
  "cts_tree": "built",
  "min_period_over_period_pct": 38.3,
  "cts_max_path_buffers": 2,
  "crit_required_ns": 16.90,
  "total_power_w": 0.000585,
  "grt.overflow.total": 0,
  "ys_warn_count": 1,
  "endpoint_kind": "flip-flop",
  "post_drt_wl_per_cell_um": 18.9,
  "hold_violations": 0,
  "crit_top_cell": "inv_1",
  "critPathKind": "in2reg",
  "startpoint_type": "primary input",
  "placed_cell_area_sq_mm": 0.00780,
  "grt.total_usage_pct": 19.2,
  "yosys.area.top_type_share_pct": 48.5,
  "post_cts_resized": 0,
  "clkPwrFrac_pct": 33.2,
  "final_area_sq_mm": 0.00807,
  "syn_area_sq_mm": 0.00588,
  "status": "finished clean",
  "slowest_delay_ns": 0.87,
  "ant_nets": 0,
  "finalSetupTns_ns": 0,
  "die_w_um": 142,
  "gp_congestion": 0.954,
  "pwr-share-comb_pct": 16.5,
  "die_h_um": 142,
  "dp_hpwl_um": 14300,
  "area_growth_pct": 37.2,
  "synth_area_per_cell_sq_um": 10.7,
  "drtPass1Iterations": 5
}
[final timing paths]
path	startpoint	slack (ns)	cells after the start	endpoint
worst max-delay path	PC[2]	10.36	10	valP[43]$_DFFE_PN_
worst min-delay path	PC[52]	3.74	2	valP[52]$_DFFE_PN_
[layout by cell type, fill, tap and decap left out, types with 9 or more instances in the layout]
| master | n |
|---|---|
| clkdlybuf4s50_1 | 193 |
| edfxtp_1 | 95 |
| nand3_1 | 49 |
| xnor2_1 | 39 |
| nor2_1 | 34 |
| nand2_1 | 34 |
| xor2_1 | 29 |
| nor4_1 | 26 |
| conb_1 | 22 |
| o2111ai_1 | 18 |
| and3_1 | 17 |
| nand4_1 | 16 |
| nor3_1 | 16 |
| o21ai_0 | 16 |
| ha_1 | 15 |
| and2_1 | 10 |
| inv_1 | 9 |
| clkbuf_16 | 9 |
[metal layers]
layer	vias up	GRT usage (%)	share of wire, %
li1	2309	-	-
met1	2380	26.8	41
met2	272	31.7	49
met3	32	3.67	7.3
met4	0	4.98	2.9
met5	-	0	0
[cell usage after synthesis (all sizes together)]
master,instances
edfxtp,95
buf,58
nand3,50
xnor2,39
nor2,35
nand2,34
xor2,29
nor4,28
o2111ai,18
o21ai,18
and3,17
nand4,16
nor3,16
ha,15
inv,13
and2,10
and4,7
clkbuf,6
o211ai,5
a21oi,4
nand2b,4
o22ai,4
a31o,3
dfxtp,3
or2,3
a211oi,2
conb,2
or3,2
a21o,1
a32o,1
a32oi,1
clkinv,1
nor2b,1
nor4b,1
o211a,1
o21a,1
o221ai,1
o2bb2ai,1
o41ai,1
or4,1
[power groups by stage]
stage | Sequential [W] | Clock [W] | Combinational (W)
finish | 0.000294 | 0.000194 | 0.0000964
global route | 0.000296 | 0.000209 | 0.000105
CTS | 0.000295 | 0.000200 | 0.0000969
[critical path: cells and delay by family]
kind	cells	cell delay (ns)
adders and majority gates	1	0.30
buffers and inverters	4	1.43
xor gates and xnor gates	1	0.16
AOI/OAI and AO/OA	1	0.40
and+or+nand+nor	3	0.85
[flip-flops by register name, summed over array words and instances (netlist names)]
name and count:
imem_error 1, instr_valid 1, valP 64, ifun 1
rA 2, icode 2, hlt 1, valC 24
rB 2
[per-stage QoR]
| step | hold WS (ns) | utilization (%) | worst slack, ns | instances |
|---|---|---|---|---|
| after global placement | 4.07 | 41.1 | 10.07 | 961 |
| after CTS | 3.73 | 42.6 | 10.39 | 977 |
| after floorplan | 3.56 | - | 10.92 | 568 |
| after detailed placement | 4.06 | 41.1 | 10.04 | 961 |
| after global routing | 3.76 | 42.6 | 10.14 | 977 |
| final | 3.74 | 42.6 | 10.36 | 977 |
[cells by family (layout without fill, tap and decap cells)]
logic type / count (synthesis) / after routing / synth area share (%)
xor+xnor: 68 / 68 / 10.1
simple gates: 225 / 225 / 20.3
flops: 98 / 98 / 49.5
buf+inv: 78 / 227 / 8.51
other cells: 2 / 22 / 0.128
fa+ha+maj: 15 / 15 / 3.19
compound gates: 62 / 62 / 8.23
[layout make-up]
type,count,area (sq um)
inverters,14,52.6
well taps,260,325
multi-input cells,392,2550
flip-flops and latches,98,2910
clock buffers,11,233
fillers,1787,10900
clock inverters,5,38.8
repair buffers,197,1960
No activity file was given, so power comes from the tool's default toggle rates.

File: /design/flow/design.v
module fulladder (in1, in2, cin, sum, cout);
	input  in1;
	input  in2;
	input  cin;
	output sum;
	output cout;
	wire w1, w2, w3;
	xor x1 (w1, in1, in2);	
	and x2 (w2, in1, in2);	
	xor x3 (sum, cin, w1);
	and x4 (w3, cin, w1);	
	or  x5 (cout, w2, w3);
endmodule
module addsub64bit (in1, in2, op, out);
	input  signed [63:0] in1;
	input  signed [63:0] in2;
	input  op;
	output signed [63:0] out;
	wire [63:0] nin2;
	wire [64:0] carry;
	assign carry[0] = op;
	genvar i;
	generate
		for (i = 0; i < 64; i = i + 1) begin
			xor x1 (nin2[i], in2[i], op);
		end
	endgenerate
	genvar j;
	generate
		for (j = 0; j < 64; j = j + 1) begin
			fulladder x2 (in1[j], nin2[j], carry[j], out[j], carry[j + 1]);
		end
	endgenerate
endmodule
module and64bit (in1, in2, out);
	input  signed [63:0] in1;
	input  signed [63:0] in2;
	output signed [63:0] out;
	genvar i;
	generate
		for (i = 0; i < 64; i = i + 1) begin
			and x1 (out[i], in1[i], in2[i]);
		end
	endgenerate
endmodule
module xor64bit (in1, in2, out);
	input  signed [63:0] in1;
	input  signed [63:0] in2;
	output signed [63:0] out;
	genvar i;
	generate
		for (i = 0; i < 64; i = i + 1) begin
			xor x1 (out[i], in1[i], in2[i]);
		end
	endgenerate
endmodule
module alu(ALUA, ALUB, ALUfun, valE, CC);
	input  [63:0] ALUA;
	input  [63:0] ALUB;
	input  [ 1:0] ALUfun;
	output [63:0] valE;
	output [ 2:0] CC;
	wire [63:0] valE_addq, valE_subq, valE_andq, valE_xorq;
	addsub64bit addq (ALUB, ALUA, 1'b0, valE_addq);
	addsub64bit subq (ALUB, ALUA, 1'b1, valE_subq);
	and64bit    andq (ALUB, ALUA, valE_andq);
	xor64bit    xorq (ALUB, ALUA, valE_xorq);
	assign valE =
	ALUfun == 2'b00 ? valE_addq :
	ALUfun == 2'b01 ? valE_subq :
	ALUfun == 2'b10 ? valE_andq :
	valE_xorq;
	assign CC[2] = (valE == 1'b0);  
	assign CC[1] = (valE[63] == 1);  
	assign CC[0] =
	ALUfun == 2'b00 ? (ALUA[63] == ALUB[63]) & (ALUA[63] != valE[63]) :
	ALUfun == 2'b01 ? (~ALUA[63] == ALUB[63]) & (ALUA[63] != valE[63]) :
	0;  
endmodule
File: /design/flow/run.sh
#!/bin/bash
# OpenROAD 26Q1-2900-gdf79404cd8, Yosys 0.63+post, stock flow scripts
make -C /OpenROAD-flow-scripts/flow DESIGN_CONFIG=/design/flow/config.mk WORK_HOME=/design/flow/orfs finish
File: /design/flow/config.mk
export PLATFORM = sky130hd
export DESIGN_NAME = alu
export DESIGN_NICKNAME = alu
export VERILOG_FILES = /design/flow/design.v
export SDC_FILE = /design/flow/constraint.sdc
export NUM_CORES = 4
export LEC_CHECK = 1
export CORE_UTILIZATION = 40
File: /design/flow/constraint.sdc
current_design alu

set clk_period 83.9
set clk_io_pct 0.2

create_clock -name clk0 -period $clk_period

set non_clock_inputs [all_inputs -no_clocks]
set_input_delay [expr $clk_period * $clk_io_pct] -clock clk0 $non_clock_inputs
set_output_delay [expr $clk_period * $clk_io_pct] -clock clk0 [all_outputs]
==> flow_summary.ini <==
; implementation run metrics
[route]
antenna-diode-count = 0
vias_per_cell = 4.52
num_vias = 4600
drt_iter0_drc = 105
drtAntennaViolNets = 0
drc_errors = 0
dr.pass1.iters = 6
wire_per_inst_microns = 14.1
wl_microns = 14400

[floorplanning]
core_sq_um = 16500
ios = 197
chipWidth_microns = 132
std_cell_rows = 47
die_h_microns = 132
initCoreUtil_pct = 40.9
chip_area_sq_um = 17400

[logic_synthesis]
synth_area_sq_um = 6760
synth_cell_types = 23
top_area_share_pct = 36.7
synth_area_leader_cell = fa_1
top_cells_by_count = inv_1, ha_1, fa_1
ys_area_sq_um = 6760
ys_seq_share_pct = 0
most_common_cell = inv_1
topCellsByArea = fa_1, ha_1, mux4_2
synth.avg_cell_area_sq_um = 11.0
yosysCellCount = 614
synthCells = 614
yosysWarnings = 0

[global_routing]
grt_max_degree = 51
antenna_found_initial = 0
grtUsageTotal_pct = 19.1
overflow = 0
grt_pass1_vias = 5018
grt_pass1_wl_microns = 24800

[worst_setup_path]
cp-end-kind = primary output
cp-start-kind = primary input
cp_max_fo = 2
worstPathRequired_ns = 67.12
cpMostUsedCell = fa_1
worstSetupPathType = in -> out
crit_arrival_ns = 44.19
crit_slowest_cell = fa_1
setup.worst_path.start = ALUA[0]
cpPeakStageDelay_ns = 0.48

[final_timing]
min_period_over_period_pct = 72.7
worst_pin_slew_ns = 0.787
fmax_mhz = 16.4
hold_viol_final = 0
setup_viol = 0
rsz0062_at_grt = false
slew_headroom_pct = 47.5
finalMaxSlewViolations = 0
hold_ws_ns = 34.51
finalCriticalPeriod_ns = 60.97
fin_setup_tns_ns = 0
fin_ws_ns = 22.93

[pwr]
p_per_area_nw_per_um2 = 6.37
p_leak_uw = 0.00448
power.total_uw = 56.8
peakVddDrop_mv = 0.00334

[cells_and_area]
combGateArea_sq_um = 5710
area_growth_pct = 31.7
drive_gt1_share_pct = 7.78
stdcell_count = 1017
nFillCells = 1365
final-seq-area_sq_um = 0
flops = 0
clockBufferCount = 0

[placement]
port_buffers = 197
dp_hpwl_microns = 12900
dpl_worst_slack_ns = 22.82
place_congestion = 0.862
dp.cells = 1017

[hold_path]
hold_class = in -> out
holdPathStages = 3
hp-start = ALUfun[0]

[run_status]
status = finished, final reports clean

[flow_run]
cap_violations = 0
warning_count = 157

[clocking]
holdBufCountCts = 0
post-cts-setup-buffers = 0
cts_resized = 0
[through the flow]
step	area (sq um)	util (%)
floorplan	6760	-
global placement	8910	53.9
detailed placement	8910	53.9
CTS	8910	53.9
global route	8910	53.9
finish	8910	53.9
[cell type report]
cell class	count	area share (%)
multi-input cells	349	64.1
repair buffers	200	22.3
inverters	248	10.5
well taps	220	3.09
[worst paths after layout]
path / to / slack [ns]
worst max-delay path: CC[2] / 22.93
worst min-delay path: valE[22] / 34.51
[power breakdown]
group | total, uW | switching [uW] | internal, uW
registers | 0 | 0 | 0
clock network | 0 | 0 | 0
logic | 56.8 | 22.9 | 33.8
[critical path: cells and delay by family]
| kind | cells | cell delay, ns |
|---|---|---|
| buf+inv | 2 | 0.89 |
| mux | 1 | 0.47 |
| fa+ha+maj | 63 | 25.13 |
| simple gates | 4 | 0.95 |
[cell usage in the layout, fill, tap and decap left out]
master,count
xor2_1,3
mux2i_1,1
o21ai_0,1
fa_1,124
clkdlybuf4s50_1,195
nand2b_1,1
mux4_2,57
inv_1,248
nor3_1,2
nor3b_1,1
mux4_1,5
nor4_1,16
a21oi_1,1
o311ai_0,1
nand4_1,3
and4_1,1
nand2_1,3
buf_4,5
ha_1,127
nor2_1,2
[cells by family (layout without fill, tap and decap cells)]
group	count (synthesis)	after routing	synth area share, %
adders and majority gates	251	251	60.2
buffers and inverters	265	448	15.5
and+or+nand+nor	29	29	2.52
xor gates and xnor gates	3	3	0.389
AOI/OAI and AO/OA	3	3	0.277
muxes	63	63	21.1
[per-layer routing]
layer  vias up  track usage (%)  share of wire, %
met4         0                0                 0
met1      2239             29.7                42
met5         -                0                 0
li1       2200                -                 -
met2       161             29.8                48
met3         0             6.52                10

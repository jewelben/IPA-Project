==> flow/design.v <==
	module decode(clk, icode, rA, rB, valA, valB);
	input             clk;
	input      [ 3:0] icode;
	input      [ 3:0] rA;
	input      [ 3:0] rB;
	output reg [63:0] valA;
	output reg [63:0] valB;
	reg [63:0] register_file[0:14];
	initial begin
		register_file[0] = 64'd0;
		register_file[1] = 64'd1;
		register_file[2] = 64'd2;
		register_file[3] = 64'd3;
		register_file[4] = 64'd4;
		register_file[5] = 64'd5;
		register_file[6] = 64'd7;
		register_file[7] = 64'd7;
		register_file[8] = 64'd8;
		register_file[9] = 64'd9;
		register_file[10] = 64'd10;
		register_file[11] = 64'd11;
		register_file[12] = 64'd12;
		register_file[13] = 64'd13;
		register_file[14] = 64'd14;
	end
	always @(posedge clk) begin
		if (icode == 4'b0010) begin
			valA = register_file[rA];
		end
		else if(icode == 4'b0011) begin
			valB = register_file[rB];
		end
		else if(icode == 4'b0100) begin
			valA = register_file[rA];
			valB = register_file[rB];
		end
		else if(icode == 4'b0101) begin
			valB = register_file[rB];
		end
		else if(icode == 4'b0110) begin
			valA = register_file[rA];
			valB = register_file[rB];
		end
		else if(icode == 4'b1000) begin
			valB = register_file[4];
		end
		else if(icode == 4'b1001) begin
			valA = register_file[4];
			valB = register_file[4];
		end
		else if(icode == 4'b1010) begin
			valA = register_file[rA];
			valB = register_file[4];
		end
		else if(icode == 4'b1011) begin
			valA = register_file[4];
			valB = register_file[4];
		end
	end
endmodule
==> flow/run.sh <==
#!/bin/bash
# OpenROAD 26Q1-2900-gdf79404cd8, Yosys 0.63+post, stock flow scripts
make -C /OpenROAD-flow-scripts/flow DESIGN_CONFIG=/design/flow/config.mk WORK_HOME=/design/flow/orfs finish
==> flow/config.mk <==
export PLATFORM = sky130hd
export DESIGN_NAME = decode
export DESIGN_NICKNAME = decode
export VERILOG_FILES = /design/flow/design.v
export SDC_FILE = /design/flow/constraint.sdc
export NUM_CORES = 4
export LEC_CHECK = 1
export CORE_AREA = 10 10 76 76
export DIE_AREA = 0 0 86 86
==> flow/constraint.sdc <==
current_design decode

set clk_period 1.5
set clk_io_pct 0.2

create_clock -name clk0 -period $clk_period [get_ports {clk}]

set non_clock_inputs [all_inputs -no_clocks]
set_input_delay [expr $clk_period * $clk_io_pct] -clock clk0 $non_clock_inputs
set_output_delay [expr $clk_period * $clk_io_pct] -clock clk0 [all_outputs]
==> impl_metrics.csv <==
group,metric,value,unit
drt,drc,0,
global_routing,overflow,0,
clock_network,htree_num_levels,1,
place,place.gp.congestion,0.7187,
layout,fraction_of_layout_cells_with_a_size_suffix_above_1,7.735,%
setup_path,critPathCaptureType,"flip-flop",
floorplan,dieWidth,86,um
logic_synthesis,average_instance_area_after_synthesis,8.637,um2
floorplan,floorplan.io_pins,141,
logic_synthesis,synthesis.yosys.warnings,1,
clock_network,cts_root_buffer,"clkbuf_8",
floorplan,core_region_area,0.004115,mm2
logic_synthesis,cell_count_after_synthesis,155,
layout,layout.filler_cells,437,
sta,period_needed,1.412,ns
sta,maxSlewViolCount,0,
sta,setup_violators_final,0,
clock_network,cts-resized-gates,0,
status,status,"finished, final reports clean",
setup_path,timing.critical_path.slowest_stage_cell,"clkdlybuf4s50_1",
clock_network,tritoncts_clock_tree,"yes",
floorplan,die_area,0.007396,mm2
drt,via_count,667,
floorplan,fp_util,32.53,%
clock_network,postCtsSetupBuffers,0,
logic_synthesis,ys_seq_share,17.94,%
drt,detail_route.wirelength,2635,um
sta,finalHoldWorstSlack,0.6345,ns
logic_synthesis,ys_chip_area,0.001339,mm2
floorplan,die_span_y,86,um
logic_synthesis,synthesis.area,0.001339,mm2
sta,hold_violations,0,
setup_path,largest_driver_fanout_on_the_critical_path,6,
setup_path,worstPathBufferInverterCount,2,
logic_synthesis,ys_cells,155,
drt,drtPass1Iterations,4,
clock_network,clk_transition_reported_paths,0.04,ns
setup_path,max_stage_delay,0.47,ns
worst_hold_path,hold_removal_path_class,"in -> reg",
job,max_cap_viol_count,0,
drt,routed_wire_length_per_instance,11.41,um
sta,tns,0,ns
power_and_ir_drop,max-vdd-ir-drop,0.1452,mV
drt,vias_per_cell,2.887,
clock_network,numCtsBuffers,3,
logic_synthesis,yosysUniqueCellTypes,16,
job,tool_warnings,25,
setup_path,worst_path_dominant_cell_family,"buffers and inverters",
layout,comb_area,626.9,um2
setup_path,worstPathArrival,1.32,ns
setup_path,startpoint_class_of_the_critical_path,"input pin",
clock_network,holdBufCountCts,0,
setup_path,cp.required,1.41,ns
power_and_ir_drop,power.density,565.3,mW/mm2
clock_network,cts_num_sinks,8,
place,detailedPlacementHpwl,2425,um
global_routing,grt_max_degree,7,
logic_synthesis,ys_seq_elements,8,
global_routing,initial_antenna_violation_count,0,
place,buffer_ports.inserted,20,
floorplan,row_count,23,
global_routing,vias_in_the_first_global_route,791,
global_routing,grt_usage,5.720,%
setup_path,worstPathCellList,"clkdlybuf4s50_1 > buf_4 > mux2i_1 > o31a_1",
power_and_ir_drop,total_leakage_power,0.6749,nW
sta,timing.final.crit_share,94.15,%
drt,route.antenna.remaining_nets,0,
global_routing,grt_pass1_wl,3670,um
clock_network,cts_max_path_buffers,2,
setup_path,timing_worst_setup_path_type,"in -> reg",
sta,achievable-frequency,708.1,MHz
layout,layout.area.seq,240.2,um2
drt,drt_iter0_drc,2,
layout,synthToLayoutAreaGrowth,-7.851,%
drt,num_antenna_cells,0,
==> placed cells by master (no fill, tap or decap) <==
cell type	instances
mux2i_1	1
buf_4	6
a211oi_1	4
a221oi_2	1
a21oi_1	1
edfxtp_1	8
clkdlybuf4s50_1	19
o31a_1	1
clkbuf_8	3
conb_1	120
a21bo_2	3
a221oi_1	1
nand3b_1	3
dlymetal6s2s_1	1
xnor2_2	1
a211o_1	2
inv_1	4
nand2b_1	2
==> registers in the layout, summed over array words and instances (netlist names) <==
name / count
valA: 4
valB: 4
==> where the power goes <==
group / switching [W] / internal, W / leakage, nW
Clock: 0.0000738 / 0.000173 / 0.0216
Combinational: 0.0000657 / 0.000100 / 0.577
Sequential: 0.00000580 / 0.000279 / 0.0766
==> per-stage QoR <==
step                std cells  util, %  total power [W]  setup slack [ns]  instance area [um2]
floorplan                 274        -        0.0005469            0.3216                 1785
global placement          228    28.73        0.0004623           -0.1785                 1182
detailed placement        228    28.73        0.0004610           -0.1631                 1182
CTS                       231    29.74        0.0007132           0.05024                 1224
global route              231    29.98        0.0007559          -0.01121                 1234
finish                    231    29.98        0.0006974           0.08782                 1234
==> final cells by class <==
type / instances / area share [%]
multi-input cells: 140 / 50.81
repair buffers: 26 / 20.08
flip-flops and latches: 8 / 19.47
well taps: 50 / 5.071
clock buffers: 3 / 3.347
inverters: 4 / 1.217
==> worst paths after layout <==
path  startpoint                 to  slack (ns)  cells past startpoint
min     icode[2]  valB[1]$_DFFE_PP_        0.63                      2
max     icode[0]  valA[3]$_DFFE_PP_        0.09                      4
==> cells in the mapped netlist <==
| library cell | number | area, um2 |
|---|---|---|
| edfxtp_1 | 8 | 240.2 |
| a21oi_1 | 1 | 5.000 |
| conb_1 | 1 | 3.750 |
| inv_1 | 4 | 15.01 |
| buf_4 | 120 | 900.9 |
| a221oi_1 | 1 | 8.760 |
| a211oi_1 | 4 | 30.03 |
| nand3b_1 | 3 | 22.52 |
| a211o_1 | 2 | 17.52 |
| mux2i_1 | 1 | 10.01 |
| buf_2 | 2 | 10.01 |
| xnor2_1 | 1 | 8.760 |
| nand2b_1 | 2 | 12.51 |
| a21bo_2 | 3 | 30.03 |
| o31a_1 | 1 | 8.760 |
| a221oi_2 | 1 | 15.01 |
==> metal layers <==
layer  share of wire [%]  wire, um  track usage, %
met1                  38      1003           6.297
met2                  52      1367           10.41
met3                  10       264           2.288
met4                   0         0          0.4491
met5                   0         0               0
==> kinds of logic after synthesis <==
group           Yosys count  share of synthesized area (%)
compound gates           13                          8.598
xor+xnor                  1                         0.6543
buf+inv                 126                          69.16
flops                     8                          17.94
mux                       1                         0.7477
other cells               1                         0.2801
simple gates              5                          2.617
Power is estimated from default activity; no workload was simulated.
